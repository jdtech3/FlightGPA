### /design/flow/config.mk
export PLATFORM = sky130hd
export DESIGN_NAME = draw
export DESIGN_NICKNAME = draw
export VERILOG_FILES = /design/flow/design.v
export SDC_FILE = /design/flow/constraint.sdc
export NUM_CORES = 4
export LEC_CHECK = 1
export CORE_UTILIZATION = 50
### /design/flow/constraint.sdc
current_design draw

set clk_period 18.7
set clk_io_pct 0.2

create_clock -name clk0 -period $clk_period

set non_clock_inputs [all_inputs -no_clocks]
set_input_delay [expr $clk_period * $clk_io_pct] -clock clk0 $non_clock_inputs
set_output_delay [expr $clk_period * $clk_io_pct] -clock clk0 [all_outputs]
### /design/flow/design.v
module draw(
    clock, reset,
    opcode,
	ax, ay, bx, by, cx, cy,
	colour,
	draw_en,
	draw_done,
	screen_start,						 
	new_screen_colour,					 
	screen_x_min, screen_y_min,			 
	screen_x_range, screen_y_range,		 
	screen_x, screen_y,					 
	old_screen_colour,					 
	screen_done							 
);
	parameter WIDTH=8;
	parameter COLOUR_WIDTH=3;
    parameter SCREEN_SIZE_X = 160;
    parameter SCREEN_SIZE_Y = 120;
    localparam OPCODE_WIDTH = 3;
	input wire clock, reset;
    input wire [OPCODE_WIDTH-1:0] opcode;
	input wire [WIDTH-1:0] ax, ay, bx, by, cx, cy;
	input wire [COLOUR_WIDTH-1:0] colour;
	input wire draw_en;
	output wire draw_done;
	output wire screen_start;								 
	output wire [COLOUR_WIDTH-1:0] new_screen_colour;		 
	output wire [WIDTH-1:0] screen_x_min, screen_y_min;		 
	output wire [WIDTH-1:0] screen_x_range, screen_y_range;	 
	input wire [WIDTH-1:0] screen_x, screen_y;				 
	input wire [COLOUR_WIDTH-1:0] old_screen_colour;		 
	input wire screen_done;									 
    localparam
        OP_CLEAR = 0,
        OP_TRIANGLE = 1;
    wire op_triangle, op_clear;
	wire draw_done_by_opcode [OPCODE_WIDTH-1:0];
	wire screen_start_by_opcode [OPCODE_WIDTH-1:0];
	wire [COLOUR_WIDTH-1:0] new_screen_colour_by_opcode [OPCODE_WIDTH-1:0];
	wire [WIDTH-1:0] screen_x_min_by_opcode [OPCODE_WIDTH-1:0];
	wire [WIDTH-1:0] screen_y_min_by_opcode [OPCODE_WIDTH-1:0];
	wire [WIDTH-1:0] screen_x_range_by_opcode [OPCODE_WIDTH-1:0];
	wire [WIDTH-1:0] screen_y_range_by_opcode [OPCODE_WIDTH-1:0];
    assign op_clear = opcode == OP_CLEAR;
    assign op_triangle = opcode == OP_TRIANGLE;
    assign draw_done = draw_done_by_opcode[opcode];
    assign screen_start = screen_start_by_opcode[opcode];
	assign new_screen_colour = new_screen_colour_by_opcode[opcode];
	assign screen_x_min = screen_x_min_by_opcode[opcode];
	assign screen_y_min = screen_y_min_by_opcode[opcode];
	assign screen_x_range = screen_x_range_by_opcode[opcode];
	assign screen_y_range = screen_y_range_by_opcode[opcode];
	draw_clear #(
        .WIDTH(WIDTH),
        .COLOUR_WIDTH(COLOUR_WIDTH),
		.SCREEN_SIZE_X(SCREEN_SIZE_X),
		.SCREEN_SIZE_Y(SCREEN_SIZE_Y))
    d_clear(
		.clock(clock),
		.reset(reset),
		.colour(colour),
		.draw_en(draw_en & op_clear),
        .draw_done(draw_done_by_opcode[OP_CLEAR]),
		.screen_start(screen_start_by_opcode[OP_CLEAR]),
		.new_screen_colour(new_screen_colour_by_opcode[OP_CLEAR]),
		.screen_x_min(screen_x_min_by_opcode[OP_CLEAR]),
		.screen_y_min(screen_y_min_by_opcode[OP_CLEAR]),
		.screen_x_range(screen_x_range_by_opcode[OP_CLEAR]),
		.screen_y_range(screen_y_range_by_opcode[OP_CLEAR]),
		.screen_x(screen_x), .screen_y(screen_y),
		.old_screen_colour(old_screen_colour),
		.screen_done(screen_done));
    draw_triangle #(
        .WIDTH(WIDTH),
        .COLOUR_WIDTH(COLOUR_WIDTH))
    d_triangle(
		.clock(clock),
		.reset(reset),
		.ax(ax), .ay(ay),
		.bx(bx), .by(by),
		.cx(cx), .cy(cy),
		.colour(colour),
		.draw_en(draw_en & op_triangle),
        .draw_done(draw_done_by_opcode[OP_TRIANGLE]),
		.screen_start(screen_start_by_opcode[OP_TRIANGLE]),
		.new_screen_colour(new_screen_colour_by_opcode[OP_TRIANGLE]),
		.screen_x_min(screen_x_min_by_opcode[OP_TRIANGLE]),
		.screen_y_min(screen_y_min_by_opcode[OP_TRIANGLE]),
		.screen_x_range(screen_x_range_by_opcode[OP_TRIANGLE]),
		.screen_y_range(screen_y_range_by_opcode[OP_TRIANGLE]),
		.screen_x(screen_x), .screen_y(screen_y),
		.old_screen_colour(old_screen_colour),
		.screen_done(screen_done));
endmodule
module draw_clear(
	clock, reset,
	colour,
	draw_en,
	draw_done,
	screen_start,						 
	new_screen_colour,					 
	screen_x_min, screen_y_min,			 
	screen_x_range, screen_y_range,		 
	screen_x, screen_y,					 
	old_screen_colour,					 
	screen_done							 
);
    parameter WIDTH=8;
	parameter COLOUR_WIDTH=3;
    parameter SCREEN_SIZE_X = 160;
    parameter SCREEN_SIZE_Y = 120;
	input wire clock, reset;
	input wire [COLOUR_WIDTH-1:0] colour;
	input wire draw_en;
	output wire draw_done;
	output wire screen_start;								 
	output wire [COLOUR_WIDTH-1:0] new_screen_colour;		 
	output wire [WIDTH-1:0] screen_x_min, screen_y_min;		 
	output wire [WIDTH-1:0] screen_x_range, screen_y_range;	 
	input wire [WIDTH-1:0] screen_x, screen_y;				 
	input wire [COLOUR_WIDTH-1:0] old_screen_colour;		 
	input wire screen_done;									 
	reg current_state, next_state;
    localparam
		S_WAIT = 1'd0,
		S_DRAW = 1'b1;
	assign screen_start = draw_en;
	assign new_screen_colour = colour;
    assign screen_x_min = 0;
    assign screen_y_min = 0;
    assign screen_x_range = SCREEN_SIZE_X;
	assign screen_y_range = SCREEN_SIZE_Y;
	assign draw_done = screen_done;
    always @(*) begin
		case(current_state)
			S_WAIT: next_state <= draw_en ? S_DRAW : S_WAIT;
			S_DRAW: next_state <= draw_done ? S_WAIT : S_DRAW;
		endcase
	end
	always @(posedge clock) begin
		if(reset) current_state <= S_WAIT;
		else current_state <= next_state;
	end
endmodule
module draw_triangle(
	clock, reset,
	ax, ay, bx, by, cx, cy,
	colour,
	draw_en,
	draw_done,
	screen_start,						 
	new_screen_colour,					 
	screen_x_min, screen_y_min,			 
	screen_x_range, screen_y_range,		 
	screen_x, screen_y,					 
	old_screen_colour,					 
	screen_done							 
);
	parameter WIDTH=8;
	parameter COLOUR_WIDTH=3;
	input wire clock, reset;
	input wire [WIDTH-1:0] ax, ay, bx, by, cx, cy;
	input wire [COLOUR_WIDTH-1:0] colour;
	input wire draw_en;
	output wire draw_done;
	output wire screen_start;								 
	output wire [COLOUR_WIDTH-1:0] new_screen_colour;		 
	output wire [WIDTH-1:0] screen_x_min, screen_y_min;		 
	output wire [WIDTH-1:0] screen_x_range, screen_y_range;	 
	input wire [WIDTH-1:0] screen_x, screen_y;				 
	input wire [COLOUR_WIDTH-1:0] old_screen_colour;		 
	input wire screen_done;									 
	reg current_state, next_state;
	wire [WIDTH-1:0] screen_x_max, screen_y_max;
	wire plot_point;
	localparam
		S_WAIT = 1'd0,
		S_DRAW = 1'b1;
	max #(WIDTH) max_x(ax, bx, cx, screen_x_max);
	max #(WIDTH) max_y(ay, by, cy, screen_y_max);
	min #(WIDTH) min_x(ax, bx, cx, screen_x_min);
	min #(WIDTH) min_y(ay, by, cy, screen_y_min);
	assign screen_x_range = screen_x_max - screen_x_min;
	assign screen_y_range = screen_y_max - screen_y_min;
	assign new_screen_colour = plot_point ? colour : old_screen_colour;
	assign screen_start = draw_en;
	assign draw_done = screen_done;
	inside_triangle #(WIDTH) in_tri(
		ax, ay,
		bx, by,
		cx, cy,
		screen_x, screen_y,
		plot_point
	);
	always @(*) begin
		case(current_state)
			S_WAIT: next_state <= draw_en ? S_DRAW : S_WAIT;
			S_DRAW: next_state <= draw_done ? S_WAIT : S_DRAW;
		endcase
	end
	always @(posedge clock) begin
		if(reset) current_state <= S_WAIT;
		else current_state <= next_state;
	end
endmodule
module inside_triangle(
	ax, ay, bx, by, cx, cy, px, py,
	out
);
	parameter WIDTH=16;
	input [WIDTH-1:0] ax, ay, bx, by, cx, cy, px, py;
	output out;
	wire o1, o2, o3;
	same_side #(WIDTH) s1(ax, ay, bx, by, cx, cy, px, py, o1);
	same_side #(WIDTH) s2(ax, ay, cx, cy, bx, by, px, py, o2);
	same_side #(WIDTH) s3(bx, by, cx, cy, ax, ay, px, py, o3);
	assign out = o1 & o2 & o3;
endmodule
module same_side(
	ax, ay, bx, by, p1x, p1y, p2x, p2y,
	out
);
	parameter WIDTH=16;
	input [WIDTH-1:0] ax, ay, bx, by, p1x, p1y, p2x, p2y;
	output out;
	wire [WIDTH-1:0] v1x, v1y, v2x, v2y, v3x, v3y, c1, c2;
	assign v1x = bx - ax;
	assign v1y = by - ay;
	assign v2x = p1x - ax;
	assign v2y = p1y - ay;
	assign v3x = p2x - ax;
	assign v3y = p2y - ay;
	cross2D #(WIDTH) cross1(v1x, v1y, v2x, v2y, c1);
	cross2D #(WIDTH) cross2(v1x, v1y, v3x, v3y, c2);
	assign out = c1[WIDTH-1] == c2[WIDTH-1];
endmodule
module min(a, b, c, out);
	parameter WIDTH=8;
	input wire [WIDTH-1:0] a, b, c;
	output wire [WIDTH-1:0] out;
	wire [WIDTH-1:0] min_ab;
	assign min_ab = a < b ? a : b;
	assign out = c < min_ab ? c : min_ab;
endmodule
module max(a, b, c, out);
	parameter WIDTH=8;
	input wire [WIDTH-1:0] a, b, c;
	output wire [WIDTH-1:0] out;
	wire [WIDTH-1:0] max_ab;
	assign max_ab = a > b ? a : b;
	assign out = c > max_ab ? c : max_ab;
endmodule
module cross2D(x1, y1, x2, y2, out);
	parameter WIDTH=16;
	input wire [WIDTH-1:0] x1, y1, x2, y2;
	output wire [WIDTH-1:0] out;
	assign out = x1*y2 - x2*y1;
endmodule
### /design/flow/run.sh
#!/bin/bash
# OpenROAD 26Q1-2900-gdf79404cd8, Yosys 0.63+post, stock flow scripts
make -C /OpenROAD-flow-scripts/flow DESIGN_CONFIG=/design/flow/config.mk WORK_HOME=/design/flow/orfs finish
==> insert_results.sql <==
-- flow metrics import
INSERT INTO impl_metrics (metric_group, metric, value, unit) VALUES
('timing', 'fmax', '60.9', 'MHz'),
('timing', 'final_period_demand_of_the_worst_path', '16.42', 'ns'),
('timing', 'hold_violations', '0', ''),
('yosys', 'topCombFamilyByArea', 'adder cells', ''),
('critical_path', 'critical_path_arrival', '12.68', 'ns'),
('placed_design', 'detailed_place_hpwl', '36700', 'um'),
('timing', 'final.setup.tns', '0', 'ns'),
('detailed_routing', 'drtAntennaViolNets', '0', ''),
('worst_hold_path', 'holdCritStartpoint', 'screen_done', ''),
('detailed_routing', 'drt_iter0_drc', '482', ''),
('die', 'core_area', '0.0300', 'sq mm'),
('yosys', 'synthDominantAreaCellType', 'ha_1', ''),
('critical_path', 'path_common_cell', 'fa_1', ''),
('run', 'drv.max_cap_violation_count', '0', ''),
('critical_path', 'critical_path_peak_fanout', '6', ''),
('timing', 'holdWs', '7.48', 'ns'),
('die', 'die_area', '0.0315', 'sq mm'),
('detailed_routing', 'drt_pre_antenna_iters', '6', ''),
('yosys', 'yosys.area_share.aoi', '10.2', '%'),
('global_routing', 'first_global_vias', '12700', ''),
('timing', 'report.final.setup_viol', '0', ''),
('final_layout', 'flop_area', '0', 'sq um'),
('yosys', 'netlist_top_cells_area', 'ha_1 (25%), fa_1 (22%), xnor2_1 (9.3%), inv_1 (8.5%), nor2_1 (5.5%)', ''),
('critical_path', 'worst_setup_path_end_kind', 'output pin', ''),
('yosys', 'synth_stat.cells', '1925', ''),
('critical_path', 'critPathMaxStageDelay', '0.69', 'ns'),
('detailed_routing', 'wirelength', '43200', 'um'),
('placed_design', 'buffer_ports.inserted', '110', ''),
('yosys', 'yosys.area.top_type_share', '24.6', '%'),
('timing', 'rsz0062_at_grt', 'no', ''),
('detailed_routing', 'vias_per_cell', '5.21', ''),
('placed_design', 'detailed_place.area', '0.0171', 'sq mm'),
('yosys', 'syn-mean-instance-area', '7.99', 'sq um'),
('global_routing', 'first_pass_grt_wire_length', '68700', 'um'),
('final_layout', 'n_sequential_cell', '0', ''),
('final_layout', 'finalInstanceArea', '0.0171', 'sq mm'),
('yosys', 'synth-warning-count', '40', ''),
('clocking', 'cts_hold_repair.buffers', '0', ''),
('detailed_routing', 'route.detailed.drc', '0', ''),
('clocking', 'post_cts_setup_repair_bufs', '0', ''),
('die', 'die_width', '177', 'um'),
('yosys', 'synth.cellmix.adderShare', '46.2', '%'),
('detailed_routing', 'wire_per_inst', '17.8', 'um'),
('global_routing', 'global_route.overflow_total', '0', ''),
('critical_path', 'cpMaxStageDelayCell', 'clkdlybuf4s50_1', ''),
('yosys', 'synth_chip_area', '0.0154', 'sq mm'),
('die', 'fp_util', '51.3', '%'),
('die', 'floorplan.rows', '63', ''),
('yosys', 'synth.cells.most_frequent', 'inv_1 (349), ha_1 (302), nor2_1 (227)', ''),
('timing', 'pins_over_their_slew_limit', '0', ''),
('placed_design', 'finalWeightedCongestion', '0.967', ''),
('die', 'top_level_ports', '114', ''),
('detailed_routing', 'n_antenna_cell', '0', ''),
('final_layout', 'area_growth', '11.2', '%'),
('yosys', 'synth.area.mux_share', '1.78', '%'),
('final_layout', 'finalCoreUtilization', '57.1', '%'),
('global_routing', 'initial_antenna_violation_count', '0', ''),
('clocking', 'post_cts.resized_instances', '0', ''),
('yosys', 'synthXorXnorAreaFrac', '15.1', '%'),
('timing', 'worst-slew-pin-transition', '0.999', 'ns'),
('run', 'tally_of_openroad_warnings', '62', ''),
('final_layout', 'drive_gt1_share', '3.79', '%'),
('global_routing', 'maximum_number_of_pins_on_one_net_before_global_route_repair', '27', ''),
('status', 'result_of_the_run', 'finished clean', ''),
('critical_path', 'startpoint', 'cx[1]', ''),
('global_routing', 'grt_use_total', '30.0', '%'),
('worst_hold_path', 'hold_path_class', 'in -> out', ''),
('critical_path', 'critPathLaunchType', 'input port', ''),
('yosys', 'yosys.stat.seqShare', '0', '%'),
('yosys', 'synth_area', '0.0154', 'sq mm'),
('critical_path', 'critPathKind', 'in -> out', ''),
('yosys', 'post_synth_and_or_nand_nor_area_fraction', '17.1', '%'),
('detailed_routing', 'detailroute.via_count', '12600', ''),
('final_layout', 'layout_clock_buffer_count', '0', ''),
('critical_path', 'required_time_of_the_critical_path', '14.96', 'ns'),
('timing', 'min_period_over_period', '87.8', '%'),
('yosys', 'yosysMostFrequentCell', 'inv_1', ''),
('yosys', 'synth_cells', '1925', ''),
('die', 'die_height', '177', 'um'),
('yosys', 'synth_cell_type_count', '62', ''),
('timing', 'slew_headroom', '32.9', '%');
==> logic make-up (layout without fill, tap and decap cells) <==
| logic type | count (synthesis) | count (layout) |
|---|---|---|
| xor+xnor | 236 | 236 |
| buf+inv | 391 | 500 |
| fa+ha+maj | 468 | 468 |
| compound gates | 251 | 251 |
| simple gates | 553 | 553 |
| mux | 26 | 26 |
==> layer usage <==
metal	track usage, %	up-vias	wire, um
li1	-	6318	-
met3	7.26	61	3180
met1	44.0	5862	20000
met5	0	-	0
met4	7.23	0	1260
met2	45.6	383	18700
==> final cells by class <==
class | instances | area [sq um]
multi-input combinational | 1534 | 13900
fill | 2753 | 12900
inverter | 349 | 1310
timing repair buffer | 151 | 1410
tap | 390 | 488
==> critical path: cells and delay by family <==
family | cells | cell delay (ns)
simple gates | 3 | 0.54
xor+xnor | 10 | 2.54
buf+inv | 5 | 1.44
compound gates | 2 | 0.38
fa+ha+maj | 7 | 3.44
mux | 2 | 0.62
==> placed cells by master, fill, tap and decap left out, drive strengths merged, types with 7 or more instances in the layout <==
cell type,count
or3,8
inv,349
nor3,14
nor2b,37
buf,41
clkdlybuf4s50,110
a21o,39
xnor2,168
xnor3,10
and2,18
nand3b,7
ha,302
a21oi,102
o21a,22
nand3,13
mux2,11
mux2i,15
fa,166
xor2,53
o21bai,11
nor2,228
or2,11
nand2b,79
o21ai,50
nand2,114
==> path summary, 6_finish.rpt <==
check                              end  slack, ns  cells after the start
setup / recovery  new_screen_colour[0]       2.28                     29
hold / removal               draw_done       7.48                      0
==> through the flow <==
stage / instances / worst slack (ns)
floorplan: 1925 / 4.16
global placement: 2424 / 2.29
detailed placement: 2424 / 2.27
CTS: 2424 / 2.26
global route: 2424 / 1.76
finish: 2424 / 2.28
